--- /design/flow/constraint.sdc ---
current_design ALU

set clk_period 25.8
set clk_io_pct 0.2

create_clock -name clk0 -period $clk_period

set non_clock_inputs [all_inputs -no_clocks]
set_input_delay [expr $clk_period * $clk_io_pct] -clock clk0 $non_clock_inputs
set_output_delay [expr $clk_period * $clk_io_pct] -clock clk0 [all_outputs]
--- /design/flow/config.mk ---
export PLATFORM = sky130hd
export DESIGN_NAME = ALU
export DESIGN_NICKNAME = ALU
export VERILOG_FILES = /design/flow/design.v
export SDC_FILE = /design/flow/constraint.sdc
export NUM_CORES = 4
export LEC_CHECK = 1
export CORE_UTILIZATION = 50
--- /design/flow/design.v ---
module ALU(A,B,OpCode,Result,Shift_amt);
input wire [31:0] A,B;
input wire [3:0] OpCode;  
input wire [4:0] Shift_amt;  
output wire [31:0] Result;
wire [31:0] B_negated;
reg signed [31:0] A_signed;
reg signed [31:0] B_signed;
assign Result =(OpCode==4'b0010)?(A+B):
(OpCode==4'b0110)?(A-B):
(OpCode==4'b0000)?(A&B):
(OpCode==4'b0001)?(A|B):
((OpCode==4'd4))? (B<<Shift_amt):  
((OpCode==4'd5))? (B>>Shift_amt):  
(OpCode==4'b0111)?((A<B)?32'd1:32'd0):  
(32'd0);
endmodule 
--- /design/flow/run.sh ---
#!/bin/bash
# OpenROAD 26Q1-2900-gdf79404cd8, Yosys 0.63+post, stock flow scripts
make -C /OpenROAD-flow-scripts/flow DESIGN_CONFIG=/design/flow/config.mk WORK_HOME=/design/flow/orfs finish
==> deck_impl_summary.md <==
Physical Implementation Snapshot

Critical path
  – WP data arrival: 9430 ps
  – Slowest stage delay, CP: 630 ps
  – CP Data Required Time: roughly 21000 ps
  – Slowest cell on the critical path: clkdlybuf4s50_1
  – Critical path class: in -> out
  – Setup crit end kind: primary output
  – Worst path cell trace: clkdlybuf4s50_1 > inv_1 > ha_1 > nor2_1 > o311ai_1 > a41oi_1 > a21oi_1 > a21o_1 > o211ai_1 > a221oi_1 > o211ai_1 > a21oi_1 > clkdlybuf4s50_1
  – CP Max Fanout: 8
  – Crit start category: primary input

Global routing
  – Tot GR Track Use: 42.91%
  – First-pass GRT wire length: about 52000 um
  – Vias in the first global route: 8560
  – Pin count of the biggest net entering global routing: 65
  – Initial antenna violation count: 0
  – GRT overflow: 0

Synth
  – Post-synth top area share: 15.35%
  – Post-synth seq share: 0%
  – Synth Cell Area: 7825 um^2
  – Yosys Chip Area: 7825 um^2
  – Cells after Synth: approximately 1200
  – Number of cells in Yosys stat: approximately 1200
  – Most frequent cells after synthesis: nor2_1 (145), a21oi_1 (121), o21ai_0 (116)
  – Ys Warns: 0
  – Synth Area per Inst: 6.643 um^2
  – Top-count cell post-synth: nor2_1
  – Cell area leaders: ha_1 (15%), a21oi_1 (7.7%), mux4_2 (7.5%)
  – Area leader, netlist: ha_1
  – Synth cell types: ~80

Final layout
  – Final core utilization: roughly three fifths
  – P&R area growth vs syn: 13.86%
  – Flop count: 0
  – FF/Latch Area: 0 um^2
  – Share of layout cells above drive strength 1: approximately 7%
  – Clk_buf instances: 0

Pwr
  – Pwr dens: between 20 and 25 nW/um^2
  – Leak: between 3 and 4 nW
  – Worst vdd ir: 0.01166 mV

Placed design
  – Gp weighted congestion: 1.072
  – I/O Buffers: about 110
  – Hpwl dp: 27090 um

STA
  – Setup TNS: 0 ps
  – Fmax: 0.06855 GHz
  – Worst slew pin tran: 1101 ps
  – Period utilization: 56.54%
  – Final setup fails: 0
  – Hold Fails Final Rpt: 0
  – Final min period: 14590 ps
  – Unrepaired setup endpoints after global routing: no
  – Slew HR: 25.83%
  – Max-slew violations: 0

Floorplan
  – Die area: 16150 um^2
  – Die Span Y: 127.1 um
  – Die x size: around 130 um
  – Initial core utilization: 51.28%
  – Top-level port count: about 110
  – Core Region: 15260 um^2
  – Rows: 45

Clock tree
  – Post-cts resize count: 0
  – Hold_buf cts: 0
  – Buffer count from post-CTS setup fixing: 0

Detailed routing
  – DR pass1 iterations: 6
  – Wirelength, routed: 34460 um
  – DR WL/cell: 24.17 um
  – Routed via count: between 9000 and 10000
  – Vias per cell: 6.813
  – 1st-iter DRT viols: 1318
  – Drt drc: 0
  – Antenna viol nets, final: 0
  – Antenna diodes: 0

Job
  – OpenROAD warning count: 97
  – Max capacitance violation total: 0

Min path
  – Min-Delay Path Class: in -> out

Status
  – Status: finished, final reports clean
[layout make-up]
class	instances	area (um^2)
inverters	101	379.1
well taps	211	264.0
repair buffers	126	1189
fillers	1492	6349
multi-input cells	988	7078
[layer usage]
metal  GRT usage [%]  wire length (um)  vias up
li1                -                 -     4437
met5               0                 0        -
met3           8.362              4356       92
met1           65.54             14760     4476
met2           61.22             14050      710
met4           11.97              1292        0
[report_power, final]
group / internal [mW] / switching, mW / leakage, nW
sequential: 0 / 0 / 0
combinational: 0.0791 / 0.119 / 3.72
clock: 0 / 0 / 0
total: 0.0791 / 0.119 / 3.72
[worst paths after layout]
kind / start / to / depth (start not counted)
worst min-delay path: A[1] / Result[1] / 5
worst max-delay path: B[2] / Result[0] / 13
[worst max-delay path, delay by kind of cell]
kind | cells | cell delay [ps]
compound gates | 8 | 2510
simple gates | 1 | 100
buf+inv | 3 | 1220
fa+ha+maj | 1 | 430
[per-stage QoR]
stage | setup slack (ps) | total power, mW | hold WS [ps] | instance area [um^2] | instances
floorplan | 13160 | 0.1195 | 10510 | 7825 | 1178
global placement | 11510 | 0.1900 | 11600 | 8910 | 1426
detailed placement | 11420 | 0.1896 | 11600 | 8910 | 1426
CTS | 11400 | 0.1907 | 11600 | 8910 | 1426
global route | 11090 | 0.2109 | 11660 | 8910 | 1426
finish | 11210 | 0.1976 | 11610 | 8910 | 1426
[logic make-up after synthesis]
family | synth area share [%]
adders and majority gates | 15.86
muxes | 14.69
xor gates and xnor gates | 2.127
buffers and inverters | 9.626
AOI/OAI and AO/OA | 38.79
and+or+nand+nor | 18.90
[cells in the final DEF (no fill, tap or decap), drive strengths merged, types with 5 or more instances in the layout]
master	netlist	final
nor2	146	146
o21ai	124	124
a21oi	122	122
clkdlybuf4s50	0	101
inv	99	99
ha	96	96
nand2	79	79
mux2i	44	44
mux4	26	26
o22ai	25	25
buf	30	25
o221ai	24	24
o211ai	22	22
nor3	21	21
a211oi	19	19
nand3	17	17
nor2b	15	15
xnor2	15	15
a21o	14	14
a221oi	12	12
mux2	11	11
a211o	11	11
a31oi	11	11
o31ai	11	11
or3	9	9
nand2b	9	9
a22oi	9	9
o21bai	9	9
a221o	7	7
nand4	6	6
o311ai	6	6
or2	5	5
Power is estimated from default activity; no workload was simulated.
